**flow/config.mk**
```make
export PLATFORM = sky130hd
export DESIGN_NAME = xtea
export DESIGN_NICKNAME = xtea
export VERILOG_FILES = /design/flow/design.v
export SDC_FILE = /design/flow/constraint.sdc
export NUM_CORES = 4
export LEC_CHECK = 1
export CORE_UTILIZATION = 40
```
**flow/constraint.sdc**
```tcl
current_design xtea

set clk_period 13.1
set clk_io_pct 0.2

create_clock -name clk0 -period $clk_period [get_ports {clock}]

set non_clock_inputs [all_inputs -no_clocks]
set_input_delay [expr $clk_period * $clk_io_pct] -clock clk0 $non_clock_inputs
set_output_delay [expr $clk_period * $clk_io_pct] -clock clk0 [all_outputs]
```
**flow/design.v**
```verilog
module xtea(clock, reset, mode, data_in1, data_in2, key_in, data_out1, data_out2, all_done);
parameter s0 = 8'd0, s1 = 8'd1, s2 = 8'd2, s3 = 8'd3, s4 = 8'd4, s5 = 8'd5, s6 = 8'd6, s7 = 8'd7, s8 = 8'd8, s9 = 8'd9, s10 = 8'd10,
	  s11 = 8'd11, s12 = 8'd12, s13 = 8'd13, s14 = 8'd14, s15 = 8'd15, s16 = 8'd16, s17 = 8'd17;
input clock, reset, mode;
input[31:0] data_in1, data_in2;
input[127:0] key_in;
output[31:0] data_out1, data_out2;
output all_done;
wire clock, reset;
wire[31:0] data_in1, data_in2;
wire[127:0] key_in;
reg all_done, while_flag, modereg;
reg[1:0] selectslice;
reg[7:0] state;
reg[7:0] x;
reg[31:0] data_out1, data_out2, sum, workunit1, workunit2, delta;
always @(posedge clock)
begin
	if (reset)
		state = s0;
	else begin
		case (state)
			s0: state = s1;
			s1: state = s2;
			s2: state = s3;
			s3: state = while_flag ? s4 : s15;  
			s4: state = modereg ? s10 : s5;
			s5: state = s6;
			s6: state = s7;
			s7: state = s8;
			s8: state = s9;
			s9: state = s2;
			s10: state = s11;
			s11: state = s12;
			s12: state = s13;
			s13: state = s14;
			s14: state = s2;
			s15: state = s16;
			s16: state = s17;
			s17: state = s17;
			default: state = 4'bzzzz;
		endcase
	end
end
always @(posedge clock)
begin
	if (reset) begin
		data_out1 = 32'h00000001;
		data_out2 = 32'h00000000;
		x = 8'b00000000;
		sum = 32'h00000000;
		while_flag = 1'b0;
		workunit1 = 32'h00000000;
		workunit2 = 32'h00000000;
		selectslice = 1'b0;
		all_done = 1'b0;
		delta = 32'h00000000;
		modereg = 1'b0;
	end
	else begin
		case (state)
			s1: begin
			    workunit1 = data_in1;
			    workunit2 = data_in2;
			    delta = 32'h9E3779B9;
			    sum = 32'hc6ef3720;
			    modereg = mode;
			    end
			s2: if (x < 8'd32) while_flag = 1'b1; else while_flag = 1'b0;
			s3: begin
			    end
			s4: begin
			end
			s5: selectslice = (sum >> 32'd11 & 32'd3);
			s6: case (selectslice)
				2'b00: workunit2 <= workunit2 - (((workunit1 << 4 ^ workunit1 >> 5) + workunit1) ^ (sum + key_in[127:96]));
				2'b01: workunit2 <= workunit2 - (((workunit1 << 4 ^ workunit1 >> 5) + workunit1) ^ (sum + key_in[95:64]));
				2'b10: workunit2 <= workunit2 - (((workunit1 << 4 ^ workunit1 >> 5) + workunit1) ^ (sum + key_in[63:32]));
				2'b11: workunit2 <= workunit2 - (((workunit1 << 4 ^ workunit1 >> 5) + workunit1) ^ (sum + key_in[31:0]));
				default: workunit2 = 32'bzzzzzzzzzzzzzzzzzzzzzzzzzzzzzzzz;
			    endcase
			s7: sum = sum - delta;
			s8: selectslice = (sum & 32'd3);
			s9: begin
			    case (selectslice)
			    2'b00: workunit1 <= workunit1 - (((workunit2 << 4 ^ workunit2 >> 5) + workunit2) ^ (sum + key_in[127:96]));
				2'b01: workunit1 <= workunit1 - (((workunit2 << 4 ^ workunit2 >> 5) + workunit2) ^ (sum + key_in[95:64]));
				2'b10: workunit1 <= workunit1 - (((workunit2 << 4 ^ workunit2 >> 5) + workunit2) ^ (sum + key_in[63:32]));
				2'b11: workunit1 <= workunit1 - (((workunit2 << 4 ^ workunit2 >> 5) + workunit2) ^ (sum + key_in[31:0]));
				default: workunit1 = 32'bzzzzzzzzzzzzzzzzzzzzzzzzzzzzzzzz;
			    endcase
			    x = x + 1'b1;
			    end
			s10: selectslice = (sum & 32'd3);
            s11: case (selectslice)
                    2'b00: workunit1 <= workunit1 + (((workunit2 << 4 ^ workunit2 >> 5) + workunit2) ^ (sum + key_in[127:96]));
                    2'b01: workunit1 <= workunit1 + (((workunit2 << 4 ^ workunit2 >> 5) + workunit2) ^ (sum + key_in[95:64]));
                    2'b10: workunit1 <= workunit1 + (((workunit2 << 4 ^ workunit2 >> 5) + workunit2) ^ (sum + key_in[63:32]));
                    2'b11: workunit1 <= workunit1 + (((workunit2 << 4 ^ workunit2 >> 5) + workunit2) ^ (sum + key_in[31:0]));
                    default: workunit1 = 32'bzzzzzzzzzzzzzzzzzzzzzzzzzzzzzzzz;
                endcase
            s12: sum = sum + delta;
            s13: selectslice = (sum >> 32'd11 & 32'd3);
            s14: begin
                case (selectslice)
                    2'b00: workunit2 <= workunit2 + (((workunit1 << 4 ^ workunit1 >> 5) + workunit1) ^ (sum + key_in[127:96]));
                    2'b01: workunit2 <= workunit2 + (((workunit1 << 4 ^ workunit1 >> 5) + workunit1) ^ (sum + key_in[95:64]));
                    2'b10: workunit2 <= workunit2 + (((workunit1 << 4 ^ workunit1 >> 5) + workunit1) ^ (sum + key_in[63:32]));
	            	2'b11: workunit2 <= workunit2 + (((workunit1 << 4 ^ workunit1 >> 5) + workunit1) ^ (sum + key_in[31:0]));
                    default: workunit2 = 32'bzzzzzzzzzzzzzzzzzzzzzzzzzzzzzzzz;
                endcase
                x = x + 1'b1;
                end
			s15: begin
			    end
			s16: begin
			    data_out1 <= workunit1;
			    data_out2 <= workunit2;
			    end
			s17: all_done = 1'b1;
			default: begin
			    data_out1 = 32'bzzzzzzzzzzzzzzzzzzzzzzzzzzzzzzz1;
			    data_out2 = 32'bzzzzzzzzzzzzzzzzzzzzzzzzzzzzzzzz;
			    end
		endcase
	end
end
endmodule
```
**flow/run.sh**
```bash
#!/bin/bash
# OpenROAD 26Q1-2900-gdf79404cd8, Yosys 0.63+post, stock flow scripts
make -C /OpenROAD-flow-scripts/flow DESIGN_CONFIG=/design/flow/config.mk WORK_HOME=/design/flow/orfs finish
```
==> run notes <==
The flow ran to the end, and the final reports show no timing, DRC or antenna violations. The completed layout was analyzed and its total power is 2.15 mW. Once layout is complete, the utilization of the core stands at 48.5%. Sequential cells burn 29.6% of the power. In this run, post-CTS hold repair placed 0 buffers.

Number of antenna violations at the first check in global routing: 1. Counting stages on the worst path, the most repeated cell is sky130_fd_sc_hd__a21oi_1. With the count of library flops with an enable pin at 0, the worst-case headroom to the max-slew limit is 34.0%. The run gives 103 mm as the first-pass GRT wire length. Compared with the post-synthesis result, the final layout area differs by 19.0%.

The synthesized design devotes to its leading area cell type 19.2% of total area. Per the OpenROAD power report, switching power amounts to 0.852 mW. Entering global routing, the biggest net connects 72 pins.

The final antenna diode tally reported by the flow is 0. The worst-case setup margin in the final layout came out at 3.67 ns. Leaving out buffers and inverters, the combinational logic in the layout accounts for 15600 µm². The run gives 40.7% for the effective utilization at floorplan. The max-slew violation count came out at 0. STA reports the tightest min-delay check as being of type register to register. For the number of top-level pins, the log shows 260. The clock share of power was 25.3%. The routed layout has 19067 vias.

The net switching fraction of the power was 39.6%. Total detailed-routing wirelength: 66.3 mm. In the final layout, flip-flops and latches occupy 3850 µm². The script logs the mean routed wire length per placed instance as 19.7 µm. With the highest clock frequency the design can meet at 106 MHz, the later-pin clock latency in the skew report is 0.49 ns.

Note, the detailed placer reported a final HPWL of 53.8 mm. In the log, the iteration count for the first detailed-route pass is 5. Setup slack on the worst path after placement came out at 3.13 ns. The routed design shows a via density per instance of 5.68. Global routing finished with a remaining overflow of 0. For the placement-stage cell area, the log shows 23200 µm².

The critical-path maximum fanout came out at 4. With the minimum period implied by the final worst setup slack at 9.43 ns, the maximum level of the CTS H-tree is 4. Setup repair after global routing left no endpoint under its margin.

TritonRoute reported its final design rule violation total as 0. The worst setup path is of the input pin to register kind. With the measured slew at the worst slew-check pin at 0.978 ns, the overall fraction of global-route tracks in use is 26.8%.

The final hold violation count recorded for this run is 0. The run gives 1.30 mW as the internal power summed over all cells. The logs give 0.000111 V for the largest vdd supply drop and 45.1% for the part of the total power dissipated in combinational logic. The cell sitting at the root of the clock tree is a sky130_fd_sc_hd__clkbuf_16.

Of all cell types, the one taking the most synthesized area is sky130_fd_sc_hd__dfxtp_1. The run gives 20000 µm² for the post-synth design cell area. The violation tally from detailed-route iteration zero was 1189. Data on the critical path is required at its endpoint by 13.48 ns. The run gives 0 as the final tally of setup violations.

The commonest cells after synthesis are sky130_fd_sc_hd__a21oi_1 (275), sky130_fd_sc_hd__nand2_1 (225), sky130_fd_sc_hd__nor2_1 (201). Fill cells in the final layout number 4727. The run gives 0.00793 ns as the worst setup skew after layout. For the placeable core region, the log shows 49200 µm².

Per the CTS log, the buffer count on the longest clock path is 2. The synth_stat.txt file lists the number of cells as 2484. The run gives 90.4 nW/µm² for the areal power density over the cells.

For the completed layout, the total cell area is recorded as 23800 µm². Post-synthesis, Yosys gives the total cell area as 20000 µm². The tools report the number of post-CTS setup repair buffers as 0. In the CTS report, the clock slew at the register clock pins of the worst setup and hold paths is listed as 0.08 ns. The count of distinct cell types in the synthesized netlist came out at 90. The run gives 0.54 ns for the delay of the slowest critical-path stage. The tools report the category of the worst setup path capture point as a register.

After floorplanning, the core was divided into 81 placement rows. Per the post-route antenna check, the number of violating nets is 0. The run gives 35 for the OpenROAD warning count.

The synthesis log from Yosys contains 8 warnings. The commonest register cell is sky130_fd_sc_hd__dfxtp_1. Looking at the critical path, the single cell with the biggest stage delay is sky130_fd_sc_hd__xnor2_1. With the portion of the clock cycle consumed by the worst path in the final layout at 72.0%, the average cell area after synthesis is 8.06 µm². Counting every instance in the synthesized netlist gives 2484.

With the weighted congestion at the end of routability-driven global placement at 0.972, the async set or reset register ratio after synthesis is 0%. TritonCTS built the clock tree. STA classifies the critical path startpoint as an input pin. The share of layout cells above drive strength 1 was 4.90%; the proportion of synthesized chip area in sequential cells was 19.2%.

Per the OpenROAD floorplan log, the width of the die is 226 µm. The vertical die size was 226 µm; the clock net sink count was 192. In the post-synthesis netlist, the cell with the most instances is sky130_fd_sc_hd__a21oi_1. Across the run, the number of max-cap violations was 0. The via count of the first global-routing pass was 18181; the post-synthesis register bit count was 192. The sum of negative setup slack is 0 ns. The quantity of I/O buffers inserted on ports came out at 259. The main area contributors are sky130_fd_sc_hd__dfxtp_1 (19%), sky130_fd_sc_hd__ha_1 (12%), sky130_fd_sc_hd__xnor2_1 (7.0%). In this run, post-CTS repair resized a total of 0 instances. The static leakage was 9.73 nW; the die area was 50900 µm².

The arrival time of data at the worst endpoint is listed as 9.81 ns. The run gives 17 for the CTS buffer count.
-- cells in the final DEF, fill, tap and decap left out, drive strengths merged, types with 28 or more instances in the layout --
cell type / n
a211oi: 89
a21o: 70
a21oi: 276
a31oi: 36
clkdlybuf4s50: 258
dfxtp: 192
ha: 199
inv: 75
mux2i: 56
mux4: 32
nand2: 226
nand3: 79
nand4: 29
nor2: 201
nor2b: 36
nor3: 56
o21a: 28
o21ai: 92
o21bai: 31
xnor2: 163
xor2: 123
-- per-stage QoR --
step,instances,hold WS [ns]
2_1_floorplan,2484,0.412
3_3_place_gp,3325,0.414
3_5_place_dp,3325,0.432
4_1_cts,3357,0.446
5_1_grt,3357,0.461
6_report,3357,0.442
-- registers in the layout, indices dropped and copies added (netlist names) --
register and flops:
delta 1, state 18, while_flag 1, workunit2 32, data_out2 32, data_out1 32, sum 32, selectslice 2
workunit1 32, modereg 1, all_done 1, x 8
-- layout make-up --
class                   instances  area share, %
flip-flops and latches        192           16.2
repair buffers                278           11.5
inverters                      69           1.09
clock buffers                  17           1.79
multi-input cells            2122           65.3
clock inverters                15          0.730
well taps                     664           3.49
-- worst max-delay path: cells and delay by family --
kind            cells  cell delay, ns
compound gates     13            2.94
xor+xnor            4            1.60
fa+ha+maj           3            0.82
simple gates        5            0.81
buf+inv             2            0.52
mux                 1            0.48
-- power groups by stage --
stage         Combinational, mW  Clock (mW)  Sequential, mW
global route               1.07       0.580           0.640
CTS                       0.976       0.564           0.638
finish                    0.971       0.545           0.638
-- worst paths after layout --
kind / from / to / slack [ns] / cells after the start
worst min-delay path: state[0] / state[9] / 0.44 / 1
worst max register to register: selectslice[1] / workunit2[31] / 5.33 / 28
worst min register to register: state[0] / state[9] / 0.44 / 1
worst max-delay path: key_in[0] / workunit2[31] / 3.67 / 28
-- per-layer routing --
layer | vias up | global-route usage, % | part of all wire (%)
met2 | 490 | 45.7 | 48
met4 | 0 | 5.46 | 2.4
met3 | 74 | 4.71 | 5.3
met1 | 8965 | 35.8 | 44
met5 | - | 0 | 0
li1 | 9538 | - | -
-- logic make-up (layout without fill, tap and decap cells) --
| logic type | after synthesis | in the layout | share of synthesized area (%) |
|---|---|---|---|
| adders and majority gates | 205 | 205 | 13.0 |
| buffers and inverters | 170 | 379 | 3.22 |
| AOI/OAI and AO/OA | 741 | 741 | 24.0 |
| and+or+nand+nor | 780 | 780 | 19.0 |
| xor gates and xnor gates | 307 | 307 | 15.0 |
| DFF | 192 | 192 | 19.2 |
| muxes | 89 | 89 | 6.46 |
Power is estimated from default activity; no workload was simulated.
